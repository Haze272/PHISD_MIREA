==> design.v <==
`timescale 1ns / 1ps
module BSI_DIVIDER(
    input CLK,
    input RST,
    output reg CEO
);
reg [16:0] CNT;
always@(posedge CLK, posedge RST)
    if (RST) begin
        CNT <= 0;
        CEO <= 1'b0;
    end
    else if (CNT == 99999) begin
        CNT <= 0;
        CEO <= 1'b1;
    end
    else begin
        CNT <= CNT + 1'b1;
        CEO <= 1'b0;
    end
endmodule
==> run.sh <==
#!/bin/bash
# OpenROAD 26Q1-2900-gdf79404cd8, Yosys 0.63+post, stock flow scripts
make -C /OpenROAD-flow-scripts/flow DESIGN_CONFIG=/design/flow/config.mk WORK_HOME=/design/flow/orfs finish
==> config.mk <==
export PLATFORM = sky130hd
export DESIGN_NAME = BSI_DIVIDER
export DESIGN_NICKNAME = BSI_DIVIDER
export VERILOG_FILES = /design/flow/design.v
export SDC_FILE = /design/flow/constraint.sdc
export NUM_CORES = 4
export LEC_CHECK = 1
export CORE_AREA = 10 10 88 88
export DIE_AREA = 0 0 98 98
export SYNTH_HDL_FRONTEND = slang
==> constraint.sdc <==
current_design BSI_DIVIDER

set clk_period 2.9
set clk_io_pct 0.2

create_clock -name clk0 -period $clk_period [get_ports {CLK}]

set non_clock_inputs [all_inputs -no_clocks]
set_input_delay [expr $clk_period * $clk_io_pct] -clock clk0 $non_clock_inputs
set_output_delay [expr $clk_period * $clk_io_pct] -clock clk0 [all_outputs]
==> impl_metrics.tcl <==
# implementation run metrics
set metrics [dict create \
    clock_path_buffers 2 \
    cp.arrival_ns 1.05 \
    worst_pin_slew_ns 0.667 \
    cts_made_buffers 3 \
    routed.top_layer "met4" \
    die_h_um 98 \
    diodes 0 \
    clock_latency_ns 0.25 \
    clock_sinks 18 \
    warning_count 25 \
    yosys-stat-area_um2 851 \
    rows 28 \
    post_cts_buffers 0 \
    grt_pass1_wl_mm 2.55 \
    gp_congestion 0.810 \
    fillers 633 \
    grtUsageTotal 0.0304 \
    drive_above_1_share 0.0988 \
    crit_required_ns 2.32 \
    max_stage_delay_ns 0.48 \
    period_used_share 0.563 \
    grt-ovfl-total 0 \
    chipArea_um2 9600 \
    yosysUniqueCellTypes 18 \
    fmax_mhz 613 \
    antenna_found_initial 0 \
    syn_to_final_growth_pct 19.3 \
    rsz0062_at_grt "false" \
    crit_fanout 1 \
    postCtsHoldBufs 0 \
    dr.pass1.iters 2 \
    ant_nets 0 \
    setup_viol_count_final 0 \
    intPower_mw 0.373 \
    power_mw 0.457 \
    netSwitchingPower_mw 0.0838 \
    min_period_ns 1.63 \
    drt_wl_total_mm 1.32 \
    ys_ff 18 \
    final_common_cell "dfrtp_1" \
    drt_iter0_drc 7 \
    syn-cell-area_um2 851 \
    crit_path_start "CEO" \
    clock_power_share 0.437 \
    coreArea_um2 5920 \
    path_clk_slew_ns 0.07 \
    dp_hpwl_um 944 \
    post_drt_wl_per_cell_um 8.46 \
    slew_headroom 0.555 \
    place_ws_ns 1.31 \
    ctsRootBufferMaster "clkbuf_8" \
    cp-start-kind "flip-flop" \
    initCoreUtil 0.144 \
    worstSetupEndpointType "primary output" \
    power_leakage_nw 0.416 \
    ir_drop_mv 0.336 \
    io_buffer_count 2 \
    hp-start "CNT[0]" \
    tns_ns 0 \
    lay_top_cells "18 x dfrtp_1, 11 x xnor2_1, 10 x nor2_1" \
    reg2reg_slack_ns 1.29 \
    drc 0 \
    ys_cells 76 \
    vias_per_cell 3.32 \
    r2r-start "CNT[0]" \
    vias 518 \
    io_pins 3 \
    power_frac_comb 0.013 \
    yosys_warnings 0 \
    fin_skew_ns 0.00359 \
    cts_resized 0 \
    cap_violations 0 \
    met3_length_um 57 \
    dr_wl_met2_um 518 \
    wl_met1_um 733 \
    drv_slew 0 \
    cts_tree "done" \
    crit_type "flip-flop to primary output" \
    p_sw_frac 0.184 \
    htreeDepth 1 \
    critPathSlowestCell "clkdlybuf4s50_1" \
    grt_pass1_vias 559 \
    layout_setup_ws_ns 1.27 \
    netlist_instances 76 \
    cp_cell_sequence "clkdlybuf4s50_1" \
    die_w_um 98 \
    critPathTopFamily "buffers and inverters" \
    syn_area_per_cell_um2 11.2 \
    status "completed" \
    hold_class "flip-flop to flip-flop" \
    p_per_area_nw_per_um2 450 \
    ys_seq_frac 0.529 \
    worst-path-buf-inv 1 \
    grt_max_degree 19 \
    p_seq_frac 0.550 \
    hold_viol 0 \
]
## layout make-up
| class | instances | area (µm²) | share of cell area |
|---|---|---|---|
| tap | 75 | 93.8 | 0.0925 |
| clock buffer | 4 | 55.1 | 0.0543 |
| timing repair buffer | 2 | 20.0 | 0.0197 |
| sequential | 18 | 450 | 0.444 |
| multi-input combinational | 54 | 384 | 0.379 |
| inverter | 3 | 11.3 | 0.0111 |
## metrics by stage
step | area, µm² | util | hold slack [ns] | cells
2_1_floorplan | 851 | - | 0.455 | 76
3_3_place_gp | 960 | 0.162 | 0.481 | 152
3_5_place_dp | 960 | 0.162 | 0.490 | 152
4_1_cts | 1010 | 0.171 | 0.500 | 156
5_1_grt | 1010 | 0.171 | 0.533 | 156
6_report | 1010 | 0.171 | 0.502 | 156
## power by group through the flow
| stage | Combinational, mW | Clock (mW) | Sequential [mW] |
|---|---|---|---|
| finish | 0.00595 | 0.200 | 0.251 |
| global route | 0.00715 | 0.222 | 0.251 |
| CTS | 0.00652 | 0.208 | 0.251 |
## sequential cells by signal, indices dropped and copies added (netlist names)
signal and flops:
CEO 1, CNT 17
## worst paths after layout
| kind | to | cells after the start |
|---|---|---|
| min in group asynchronous | CNT[5] | 2 |
| worst min-delay path | CNT[0] | 1 |
| worst max-delay path | CEO | 1 |
| max in group asynchronous | CNT[14] | 2 |
| worst max register to register | CNT[7] | 5 |
| worst min register to register | CNT[0] | 1 |
## per-layer routing
layer,GRT usage,vias up
met5,0,-
met4,0.00336,0
met3,0.0114,2
met2,0.0447,7
met1,0.0427,238
li1,-,271
## synthesized netlist by cell type
cell        n  area (µm²)
and4_1      2        17.5
buf_2       1        5.00
dfrtp_1    18         450
ha_1        1        12.5
inv_1       3        11.3
nand2_1     5        18.8
nand3_1     5        25.0
nand4_1     4        25.0
nand4_4     1        21.3
nand4bb_1   1        11.3
nor2_1     10        37.5
nor2b_1     1        6.26
nor3_1      5        25.0
nor4_1      1        6.26
nor4_2      2        25.0
nor4_4      1        21.3
xnor2_1    11        96.3
xor2_1      4        35.0
## kinds of logic (layout without fill, tap and decap cells)
group | Yosys count | in the layout | share of synthesized area
AND/OR/NAND/NOR | 38 | 38 | 0.282
flip-flops | 18 | 18 | 0.529
XOR/XNOR | 15 | 15 | 0.154
buffers and inverters | 4 | 9 | 0.0191
adder cells (fa/ha/maj) | 1 | 1 | 0.0147
## worst register-to-register path: stages (launching register included)
cell	delay [ns]
dfrtp_1	0.40
ha_1	0.23
nand3_1	0.13
nor2_1	0.19
and4_1	0.44
nor2_1	0.10
Power figures rest on the tool's default switching activity, not on a simulated workload.
